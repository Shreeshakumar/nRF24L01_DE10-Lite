==> design.v <==
module spi_clock_divider (
    input wire clk_50,
    input wire rst,
    output reg [2:0] counter_p,
    output reg [2:0] counter_n,
    output clk_10
);
    always @(posedge clk_50) begin
        if (rst) begin
            counter_p <= -1;
        end else begin
            if (counter_p == (4)) begin
                counter_p <= 0;
            end else begin
                counter_p <= counter_p + 1;
            end
        end
    end
    always @(negedge clk_50) begin
        if (rst) begin
            counter_n <= 0;
        end else begin
            if (counter_n == (4)) begin
                counter_n <= 0;
            end else begin
                if (counter_p == 0) begin 
                    counter_n <= 0; end
                else begin
                counter_n <= counter_n + 1;
            end end
        end
    end
    assign clk_10 = ((counter_p == (4)) |(counter_p == (3)) | (counter_n == (2)));
endmodule
module spi_controller (
    input wire clk_10,                    
    input wire rst,                       
    input wire [7:0]data_in,              
    input wire start_tx,                  
    input wire start_rx,                  
    input wire miso_tx,                    
    input wire miso_rx,                    
    output wire ce_tx,                     
    output wire csn_tx,                    
    output wire sck_tx,                    
    output wire mosi_tx,                   
    output wire ce_rx,                     
    output wire csn_rx,                    
    output wire sck_rx,                    
    output wire mosi_rx,                   
    output reg done_tx,                    
    output reg done_rx,                    
    output reg [7:0]data_out               
);
    spi_tx spi_tx (
        .clk_10(clk_10),                  
        .rst(rst),                        
        .start_tx(start_tx),              
        .data_in(data_in),                
        .miso_tx(miso_tx),                
        .mosi_tx(mosi_tx),                
        .csn_tx(csn_tx),                  
        .done_tx(done_tx)                 
    );
    spi_rx spi_rx (
        .clk_10(clk_10),                  
        .rst(rst),                        
        .start_rx(start_rx),              
        .miso_rx(miso_rx),                
        .data_out(data_out),              
        .mosi_rx(mosi_rx),                
        .csn_rx(csn_rx),                  
        .done_rx(done_rx)                 
    );
assign sck_tx = clk_10;
assign ce_tx  = 1'b0;
assign sck_rx = clk_10;
assign ce_rx  = 1'b0;
endmodule
module spi_rx (
    input wire clk_10,
    input wire rst,
    input wire start_rx,
    input wire miso_rx,
    output reg [7:0] data_out,
    output reg mosi_rx,
    output reg csn_rx,
    output reg done_rx
);
    reg [2:0] bit_cnt;
    reg [7:0] shift_reg;
    reg rx_active;
    always @(posedge clk_10 or posedge rst) begin
        if (rst) begin
            csn_rx <= 1;
            mosi_rx <= 0;
            done_rx <= 0;
            data_out <= 0;
            bit_cnt <= 0;
            rx_active <= 0;
        end else begin
            if (start_rx && !rx_active) begin
                rx_active <= 1;
                csn_rx <= 0;
                bit_cnt <= 0;
                shift_reg <= 0;
                done_rx <= 0;
            end else if (rx_active) begin
                shift_reg <= {shift_reg[6:0], miso_rx};   
                bit_cnt <= bit_cnt + 1;
                mosi_rx <= 0;   
                if (bit_cnt == 3'd7) begin
                    rx_active <= 0;
                    csn_rx <= 1;
                    data_out <= {shift_reg[6:0], miso_rx};
                    done_rx <= 1;
                end
            end else begin
                done_rx <= 0;
            end
        end
    end
endmodule
module spi_top (
    input wire clk_in,                          
    input wire key0_rst,                        
    input wire sw_tx_9,                         
    input wire sw_rx_8,                         
    input wire [7:0]sw_data,                    
    input wire miso_tx,                         
    input wire miso_rx,                         
    output wire csn_tx,                         
    output wire sck_tx,                         
    output wire ce_tx,                          
    output wire mosi_tx,                        
    output wire csn_rx,                         
    output wire sck_rx,                         
    output wire ce_rx,                          
    output wire mosi_rx,                        
    output reg ledr_tx,                         
    output reg ledr_rx,                         
    output reg [7:0]ledr_rx_data                
);
    wire sclk;                                  
    spi_clock_divider spi_clock_divider (
        .clk_50(clk_in),                        
        .rst(key0_rst),                         
        .clk_10(sclk)                           
    );
    spi_controller spi_controller (
        .clk_10(sclk),                          
        .rst(key0_rst),                         
        .data_in(sw_data),                      
        .start_tx(sw_tx_9),                     
        .start_rx(sw_rx_8),                     
        .miso_tx(miso_tx),                      
        .miso_rx(miso_rx),                      
        .ce_tx(ce_tx),                          
        .csn_tx(csn_tx),                        
        .sck_tx(sck_tx),                        
        .mosi_tx(mosi_tx),                      
        .ce_rx(ce_rx),                          
        .csn_rx(csn_rx),                        
        .sck_rx(sck_rx),                        
        .mosi_rx(mosi_rx),                      
        .done_tx(ledr_tx),                      
        .done_rx(ledr_rx),                      
        .data_out(ledr_rx_data)                 
    );
endmodule
module spi_tx (
    input wire clk_10,
    input wire rst,
    input wire start_tx,
    input wire [7:0] data_in,
    input wire miso_tx,
    output reg mosi_tx,
    output reg csn_tx,
    output reg done_tx
);
    reg [2:0] bit_cnt;
    reg [7:0] shift_reg;
    reg tx_active;
    always @(posedge clk_10 or posedge rst) begin
        if (rst) begin
            csn_tx <= 1;       
            mosi_tx <= 0;
            done_tx <= 0;
            bit_cnt <= 0;
            shift_reg <= 0;
            tx_active <= 0;
        end else begin
            if (start_tx && !tx_active) begin
                tx_active <= 1;
                csn_tx <= 0;             
                shift_reg <= data_in;
                bit_cnt <= 0;
                done_tx <= 0;
                mosi_tx <= data_in[0];
            end else if (tx_active) begin
                mosi_tx <= shift_reg[6];      
                shift_reg <= {shift_reg[6:0], 1'b0};
                bit_cnt <= bit_cnt + 1;
                if (bit_cnt == 3'd7) begin
                    tx_active <= 0;
                    csn_tx <= 1;              
                    done_tx <= 1;             
                end
            end else begin
                done_tx <= 0;                 
            end
        end
    end
endmodule
==> run.sh <==
#!/bin/bash
# OpenROAD 26Q1-2900-gdf79404cd8, Yosys 0.63+post, stock flow scripts
make -C /OpenROAD-flow-scripts/flow DESIGN_CONFIG=/design/flow/config.mk WORK_HOME=/design/flow/orfs finish
==> config.mk <==
export PLATFORM = sky130hd
export DESIGN_NAME = spi_top
export DESIGN_NICKNAME = spi_top
export VERILOG_FILES = /design/flow/design.v
export SDC_FILE = /design/flow/constraint.sdc
export NUM_CORES = 4
export LEC_CHECK = 1
export CORE_AREA = 10 10 110 110
export DIE_AREA = 0 0 120 120
==> constraint.sdc <==
current_design spi_top

set clk_period 7.0
set clk_io_pct 0.2

create_clock -name clk0 -period $clk_period [get_ports {clk_in}]

set non_clock_inputs [all_inputs -no_clocks]
set_input_delay [expr $clk_period * $clk_io_pct] -clock clk0 $non_clock_inputs
set_output_delay [expr $clk_period * $clk_io_pct] -clock clk0 [all_outputs]
==> flow_summary.json <==
{
  "drtIter0Drc": 17,
  "worstSetupStartpointType": "flop",
  "core-area_mm2": 0.009774,
  "final-comb-area_um2": 680.7,
  "die_w_um": 120,
  "clk_path_buf_depth": 2,
  "gr-usage-met2_pct": 7.531,
  "fin_setup_tns_ns": 0,
  "synthCells": 148,
  "hold_viol_final": 0,
  "endpoint_kind": "output port",
  "power_frac_clock_pct": 20.5,
  "cts_buffers": 3,
  "yosysTopAreaCell": "dfrtp_1",
  "crit_type": "reg2out",
  "ctsResizeCount": 0,
  "initCoreUtil_pct": 18.45,
  "firstDrtPassIters": 4,
  "cellPowerDensity_mw_per_mm2": 128.9,
  "ios": 32,
  "tool_warnings": 36,
  "areaGrowthSynthToFinish_pct": 24.57,
  "grtUsageTotal_pct": 4.415,
  "use_met1_pct": 5.702,
  "ir_drop_uv": 45.34,
  "post-cts-setup-buffers": 0,
  "p_switching_uw": 79.51,
  "cp.required_ns": 5.60,
  "dp_hpwl_mm": 2.413,
  "ys_ff": 41,
  "chip_area_mm2": 0.01440,
  "grt_max_degree": 29,
  "drv_cap": 0,
  "clk-insertion-delay-late_ns": 0.28,
  "h-tree-depth": 1,
  "final_layout_top_logic_cells": "26 x clkdlybuf4s50_1, 26 x dfrtp_1, 12 x ha_1",
  "dpl_cell_area_mm2": 0.002193,
  "outcome": "complete, no violations",
  "synth_area_mm2": 0.001803,
  "finClkSkew_ns": 0.06324,
  "setup_viol": 0,
  "grt_overflow": 0,
  "rsz0062_at_grt": "no",
  "die_height_um": 120,
  "drc": 0,
  "diodes": 0,
  "drive_gt1_share_pct": 6.857,
  "place.port_buffers": 26,
  "p_comb_share_pct": 34.7,
  "path_max_fanout": 11,
  "grt_use_met3_pct": 1.190,
  "ys_cells": 148,
  "untimed_endpoints": 55,
  "ys_chip_area_mm2": 0.001803,
  "final-seq-area_mm2": 0.001033,
  "routed_via_density": 3.536,
  "fin_util_pct": 22.98,
  "hold_path.class": "reg2reg",
  "rows": 36,
  "holdBufCountCts": 0,
  "gp_congestion": 0.7321,
  "drt-wirelength-per-cell_um": 9.945,
  "largest_reg_flops": 8,
  "grt_busiest_layer": "met2",
  "p_sw_share_pct": 27.46,
  "synth_cell_types": 31,
  "fillers": 1031,
  "yosysSeqAreaShare_pct": 57.32,
  "antenna_found_initial": 0,
  "unclocked_regs": 35,
  "worstMarginPinSlew_ns": 0.6506,
  "drv_slew": 0,
  "stdcell_area_mm2": 0.002246,
  "slew_headroom_pct": 56.63,
  "internal_power_uw": 210.0,
  "cts_tree": "built",
  "synth.top_cell.area_share_pct": 36.09,
  "avgSynthCellArea_um2": 12.18,
  "postRouteWirelength_mm": 3.063,
  "cp.arrival_ns": 5.31,
  "power.leakage_uw": 0.0009601,
  "clkTransAtPathRegs_ns": 0.03,
  "ant_nets": 0,
  "clockRootBuffer": "clkbuf_8",
  "grt_pass1_vias": 1204,
  "ys.warnings.count": 3,
  "seq_power_share_pct": 44.8,
  "via_count": 1089,
  "topCellsByArea": "dfrtp_1 36%, edfxtp_1 12%, ha_1 8.3%",
  "grt_pass1_wl_mm": 5.513
}
==> cell families after synthesis <==
family,after synthesis,share of synthesized area (%)
compound gates,25,9.230
mux,18,10.69
simple gates,32,8.883
other cells,1,0.2080
fa+ha+maj,12,8.327
flops,41,57.32
buf+inv,19,5.343
==> synth_stat cells (all sizes together) <==
| cell type | count |
|---|---|
| dfrtp | 26 |
| ha | 12 |
| nand2 | 11 |
| o21ai | 11 |
| inv | 10 |
| mux2 | 10 |
| buf | 8 |
| mux2i | 8 |
| and2 | 7 |
| edfxtp | 7 |
| nor2 | 7 |
| dfxtp | 6 |
| a21oi | 4 |
| nand2b | 4 |
| a2111oi | 2 |
| a21o | 2 |
| a22o | 2 |
| dfstp | 2 |
| nor2b | 2 |
| a211o | 1 |
| a211oi | 1 |
| a221o | 1 |
| clkbuf | 1 |
| conb | 1 |
| o21a | 1 |
| or3b | 1 |
==> worst paths after layout <==
kind,start,end,slack (ns),cells past startpoint
min,spi_clock_divider.counter_n[0]$_SDFF_NP0_,spi_clock_divider.counter_n[0]$_SDFF_NP0_,0.47,1
max,spi_clock_divider.counter_n[0]$_SDFF_NP0_,sck_tx,0.29,4
max reg2reg,spi_clock_divider.counter_p[0]$_SDFF_PP1_,spi_clock_divider.counter_n[0]$_SDFF_NP0_,2.28,4
min reg2reg,spi_clock_divider.counter_n[0]$_SDFF_NP0_,spi_clock_divider.counter_n[0]$_SDFF_NP0_,0.47,1
==> critical path: stages (launching register included) <==
cell	delay (ns)
dfxtp_1	0.35
inv_1	0.07
ha_1	0.19
a221o_1	0.44
clkdlybuf4s50_1	0.47
==> layer usage <==
metal  vias to the layer above  routed length, µm  share of wire [%]
met5                         -                  0                  0
met4                         0                  9               0.29
met3                         2                153                5.0
met2                        12               1564                 51
met1                       528               1335                 44
li1                        547                  -                  -
==> power by group through the flow <==
stage	registers, µW	logic [µW]	clock network (µW)
4_1_cts	130	105	61.2
5_1_grt	135	116	64.0
6_report	130	100	59.3
==> layout make-up <==
class / instances / share of cell area [%]
well taps: 133 / 7.410
inverters: 9 / 1.504
multi-input cells: 90 / 30.31
flip-flops and latches: 41 / 46.02
clock inverters: 3 / 0.5014
repair buffers: 28 / 12.26
clock buffers: 4 / 2.006
==> per-stage QoR <==
step	cells	hold slack (ns)	total power [µW]	setup WS, ns
finish	308	0.4694	289.5	0.2910
global route	308	0.4932	314.6	0.1856
CTS	308	0.4661	296.3	0.2571
detailed placement	302	0.4621	237.8	0.5606
global placement	302	0.4395	234.3	0.5986
floorplan	150	0.4281	188.9	0.7719
Power is estimated from default activity; no workload was simulated.
